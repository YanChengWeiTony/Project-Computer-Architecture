**flow/run.sh**
```bash
#!/bin/bash
# OpenROAD 26Q1-2900-gdf79404cd8, Yosys 0.63+post, stock flow scripts
make -C /OpenROAD-flow-scripts/flow DESIGN_CONFIG=/design/flow/config.mk WORK_HOME=/design/flow/orfs finish
```
**flow/config.mk**
```make
export PLATFORM = sky130hd
export DESIGN_NAME = Registers
export DESIGN_NICKNAME = Registers
export VERILOG_FILES = /design/flow/design.v
export SDC_FILE = /design/flow/constraint.sdc
export NUM_CORES = 4
export LEC_CHECK = 1
export CORE_UTILIZATION = 50
```
**flow/constraint.sdc**
```tcl
current_design Registers

set clk_period 6.8
set clk_io_pct 0.2

create_clock -name clk0 -period $clk_period [get_ports {clk_i}]

set non_clock_inputs [all_inputs -no_clocks]
set_input_delay [expr $clk_period * $clk_io_pct] -clock clk0 $non_clock_inputs
set_output_delay [expr $clk_period * $clk_io_pct] -clock clk0 [all_outputs]
```
**flow/design.v**
```verilog
module Registers
(
	clk_i,
	RSaddr_i,
	RTaddr_i,
	RDaddr_i, 
	RDdata_i,
	RegWrite_i, 
	RSdata_o, 
	RTdata_o 
);
input				  clk_i;
input	[4:0]		RSaddr_i;
input	[4:0]		RTaddr_i;
input	[4:0]		RDaddr_i;
input	[31:0]	RDdata_i;
input				  RegWrite_i;
output	[31:0]		RSdata_o; 
output	[31:0]		RTdata_o;
reg		[31:0]		register		[0:31];
assign	RSdata_o = register[RSaddr_i];
assign	RTdata_o = register[RTaddr_i];
always@(negedge clk_i) begin
	if(RegWrite_i)
		register[RDaddr_i] = RDdata_i;
end
endmodule 
```
==> flow_summary.json <==
{
  "grt.overflow.total": 0,
  "gp_congestion": 0.954,
  "ys_chip_area_um2": 48800,
  "critical_path_required_ps": 5440,
  "grt_max_degree": 96,
  "hp-class": "in2out",
  "violations": "negative setup slack",
  "cts.sink_count": 1024,
  "setup.worst_path.class": "reg2out",
  "tool_warnings": 1030,
  "vias": 35300,
  "worst_slew_pin_slew_ps": 946,
  "hold_end": "RTdata_o[6]",
  "cp_data_arrival_time_ps": 5620,
  "common_cells": "edfxtp_1, mux2i_1, nand2_1, nand3_1",
  "drv_slew": 0,
  "peakVddDrop_mv": 0.190,
  "netlist_area_um2": 48800,
  "io_pins": 113,
  "yosysWarnings": 1,
  "clkSlewWorstSetupHoldPaths_ps": 30,
  "ys_types": 24,
  "placed_area_um2": 53100,
  "cts_buffers": 116,
  "cellLeakagePower_nw": 27.0,
  "numPortBuffers": 112,
  "drv_cap": 0,
  "dpl.cell_count": 4759,
  "cts_root_buf": "clkbuf_16",
  "hpwlAfterDp_mm": 93.1,
  "top_area_cell": "edfxtp_1",
  "drive_gt1_share_pct": 14.7,
  "area_growth_pct": 27.3,
  "grt_pass1_vias": 39000,
  "final_area_um2": 62100,
  "drc_errors": 0,
  "grt_pass1_wl_mm": 232,
  "die_y_um": 314,
  "postRouteWirelength_mm": 158,
  "grt.total_usage_pct": 35.5,
  "vias_per_cell": 5.91,
  "rows": 114,
  "timing.final.ws_setup_ps": -179,
  "dr.pass1.iters": 5,
  "rsz0062_at_grt": "true",
  "edf_count": 1024,
  "ys_seq_elements": 1024,
  "hold_depth": 7,
  "wl_per_cell_um": 26.5,
  "ys_cells": 3387,
  "synth_top_flop_cell": "edfxtp_1",
  "power_density_nw_per_um2": 278,
  "cp-start-kind": "register",
  "hold_viol": 0,
  "drtIter0Drc": 2406,
  "synth.top_cell.area_share_pct": 63.1,
  "dieWidth_um": 314,
  "htreeDepth": 3,
  "clockBufferDepth": 3,
  "chip_area_um2": 98800,
  "fp_util_pct": 50.4,
  "postCtsHoldBufs": 0,
  "top_cells_by_area": "edfxtp_1, mux2i_1, a22oi_1",
  "status": "finished, violations left",
  "layout.cells.non_filler": 5968,
  "async_reset_ff_share_pct": 0,
  "critPathCaptureType": "output port",
  "final_antenna_net_count": 0,
  "largest_reg_flops": 1024,
  "antenna_found_initial": 2,
  "total_power_w": 0.0173,
  "postSynthAreaPerCell_um2": 14.4,
  "core_area_um2": 96700,
  "crit_fanout": 2,
  "finalSetupViolCount": 28,
  "slew_headroom_pct": 36.9,
  "syn_inst": 3387,
  "cts_tree": "yes",
  "hold_start": "RTaddr_i[1]",
  "postSynthSeqShare_pct": 63.1
}
==> worst max-delay path by stage <==
stage                   to  slack (ps)            start
CTS            RTdata_o[5]        -160   register[2][5]
global route  RTdata_o[11]        -270  register[2][11]
finish        RTdata_o[11]        -180  register[7][11]
==> repair_timing <==
| item | CTS | global route |
|---|---|---|
| resized | 471 | 28 |
| endpoints found under the setup margin | 64 | 62 |
| hold endpoints to repair | 0 | 0 |
| buffers inserted | 9 | 0 |
| pin swaps | 147 | 64 |
==> per-layer routing <==
metal  global-route usage [%]  routed length [um]  vias to the layer above
met2                     48.0               71700                     2253
met5                     1.11                 170                        -
met3                     26.9               25200                      347
met1                     43.6               55000                    16800
met4                     16.0                6260                        6
li1                         -                   -                    15900
==> cells in the final DEF, fill, tap and decap left out, types with 43 or more instances in the layout <==
cell type	instances
inv_1	1052
a22oi_1	192
a31oi_4	43
a21oi_1	192
nor3_4	44
nand3_2	47
edfxtp_1	1024
buf_4	125
mux2i_1	1023
buf_12	82
nand3_1	132
a22o_1	128
clkdlybuf4s50_1	46
clkbuf_16	117
buf_2	52
nand2_1	193
==> cell families after synthesis <==
family                 share of synthesized area [%]
and+or+nand+nor                                 4.72
AOI/OAI and AO/OA                               8.05
muxes                                           21.0
buffers and inverters                           3.16
DFF                                             63.1
==> through the flow <==
| step | TNS, ps | hold slack [ps] | utilization, % | setup WS, ps |
|---|---|---|---|---|
| final | -1510 | 3700 | 64.2 | -179 |
| after global routing | -5890 | 3770 | 64.2 | -268 |
| after CTS | -2410 | 3690 | 64.0 | -162 |
| after detailed placement | 0 | 4130 | 54.9 | 14.6 |
| after global placement | -6.91 | 4130 | 54.9 | -6.91 |
| after floorplan | -159400 | 2980 | - | -394 |
==> area by class of cell <==
type / count / area (um2)
Clock inverter: 1118 / 4820
Multi-Input combinational cell: 2109 / 18500
Tap cell: 1276 / 1600
Antenna cell: 1 / 2.50
Fill cell: 6578 / 34600
Timing Repair Buffer: 323 / 3500
Sequential cell: 1024 / 30700
Clock buffer: 117 / 2930
==> report_power, final <==
group,internal (W),total (W),switching [W]
Combinational,0.000546,0.00149,0.000943
Clock,0.00464,0.00867,0.00403
Sequential,0.00708,0.00711,0.0000316
Total,0.0123,0.0173,0.00500
==> worst max-delay path, stage by stage (launching register included) <==
cell	delay (ps)
edfxtp_1	380
mux2i_1	190
a22o_1	180
nor3_2	60
a31oi_1	240
nand3_2	280
buf_2	210
